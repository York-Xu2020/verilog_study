==> flow/config.mk <==
export PLATFORM = sky130hd
export DESIGN_NAME = odd_even_sort
export DESIGN_NICKNAME = odd_even_sort
export VERILOG_FILES = /design/flow/design.v
export SDC_FILE = /design/flow/constraint.sdc
export NUM_CORES = 4
export LEC_CHECK = 1
export CORE_UTILIZATION = 40
==> flow/constraint.sdc <==
current_design odd_even_sort

set clk_period 4.1
set clk_io_pct 0.2

create_clock -name clk0 -period $clk_period [get_ports {clk}]

set non_clock_inputs [all_inputs -no_clocks]
set_input_delay [expr $clk_period * $clk_io_pct] -clock clk0 $non_clock_inputs
set_output_delay [expr $clk_period * $clk_io_pct] -clock clk0 [all_outputs]
==> flow/design.v <==
interface StkRamIf;
    parameter  AW    = 5;
    parameter  DW    = 32;
    parameter  STB_N = 1; 
    wire             rd_vld   ;
    wire [AW   -1:0] rd_adr   ;
    wire [DW   -1:0] rd_dat   ;
    wire             rd_ack   ;
    wire             rd_rdy   ;
    wire [STB_N-1:0] wr_vld   ;
    wire [AW   -1:0] wr_adr   ;
    wire [DW   -1:0] wr_dat   ;
    wire             wr_rdy   ;
    modport Master(
        input  rd_dat,rd_ack,rd_rdy, wr_rdy,
        output rd_vld,rd_adr, wr_vld,wr_adr,wr_dat
        );
    modport Slave(
        output rd_dat,rd_ack,rd_rdy, wr_rdy,
        input  rd_vld,rd_adr, wr_vld,wr_adr,wr_dat
        );
endinterface
interface sort_if ;
    parameter  DATA_N  = 4 ;
    parameter  DATA_W  = 4 ;
    logic[DATA_W-1:0]        data_in[0:DATA_N-1] ;
    logic                    start_sort          ;
    logic                    out_vld             ;
    logic[DATA_W-1:0]        data_out            ;
    modport master(
        input      data_in,start_sort, 
        output     out_vld,data_out  
    );
endinterface
module odd_even_sort 
#(
    parameter DATA_N = 4 ,
    parameter DATA_W = 4 ,
    parameter PIPE_EN= 1 
)( 
    input logic                          clk    ,
    input logic                          rst_n  ,
    input logic[DATA_N-1:0][DATA_W-1:0]  data_in,
    output logic[DATA_N-1:0][DATA_W-1:0] data_o
);
    localparam EVEN_N = DATA_N%2 ? (DATA_N+1)/2 : DATA_N/2 ;
    logic[ EVEN_N   -1:0][DATA_N-1:0][DATA_W-1:0] even_i;
    logic[ EVEN_N   -1:0][DATA_N-1:0][DATA_W-1:0] even_o;
    logic[(DATA_N/2)-1:0][DATA_N-1:0][DATA_W-1:0] odd_i ;
    logic[(DATA_N/2)-1:0][DATA_N-1:0][DATA_W-1:0] odd_o ;
    logic[ DATA_N     :0][DATA_N-1:0][DATA_W-1:0] result,result_r;
    genvar gi,gj,gk ;
    generate
        assign result[0]   = data_in ; 
        assign result_r[0] = data_in ; 
        for(gi=0; gi<DATA_N; gi++) begin:ROUND
            assign  result[gi+1] = gi%2==0 ? even_o[gi/2] : odd_o[(gi-1)/2];
            if(PIPE_EN) begin
                always_ff @(posedge clk, negedge rst_n) begin
                    if(!rst_n) begin
                        result_r[gi+1] <= '0 ;
                    end
                    else begin
                        result_r[gi+1] <= result[gi+1] ;
                    end
                end
            end
            else begin
                assign result_r[gi+1] = result[gi+1] ;
            end
        end
        for(gj=0; gj<DATA_N; gj=gj+2) begin:EVEN_I
            assign even_i[gj/2] = result_r[gj] ;
            always_comb begin
                even_o[gj/2] = result_r[gj] ;
                for(int i=0; i<DATA_N-1; i=i+2) begin
                    even_o[gj/2][i]      = even_i[gj/2][i+1] > even_i[gj/2][i]? result_r[gj][i+1] : result_r[gj][i  ];
                    even_o[gj/2][i+1]    = even_i[gj/2][i+1] > even_i[gj/2][i]? result_r[gj][i  ] : result_r[gj][i+1];
                end
            end
        end
        for(gk=1; gk<DATA_N; gk=gk+2) begin:ODD_I
            assign odd_i[(gk-1)/2] = result_r[gk];
            always_comb begin
                odd_o[(gk-1)/2] = result_r[gk] ;
                for(int i=1; i<DATA_N-1; i=i+2) begin
                    odd_o[(gk-1)/2][i]   = odd_i[(gk-1)/2][i+1] > odd_i[(gk-1)/2][i] ? result_r[gk][i+1] : result_r[gk][i  ]; 
                    odd_o[(gk-1)/2][i+1] = odd_i[(gk-1)/2][i+1] > odd_i[(gk-1)/2][i] ? result_r[gk][i  ] : result_r[gk][i+1]; 
                end
            end
        end
    endgenerate
    assign data_o = result_r[DATA_N] ;
endmodule
==> flow/run.sh <==
#!/bin/bash
# OpenROAD 26Q1-2900-gdf79404cd8, Yosys 0.63+post, stock flow scripts
make -C /OpenROAD-flow-scripts/flow DESIGN_CONFIG=/design/flow/config.mk WORK_HOME=/design/flow/orfs finish
==> Changelog: implementation <==
### Physical design

* Clock buffer depth at 2
* Switching part of the total at 0.262
* Yosys chip area at 2830 sq um
* Residual DRC at 0
* DR pass1 iterations at 4
* Biggest register: result_r
* Final setup viols at 0
* Max-cap viol count at 0
* CTS Sinks at 64
* Crit-path slowest cell: clkdlybuf4s50_1
* Critical-path cell list: clkdlybuf4s50_1, inv_1, ha_1, nor2b_1, o211ai_2, a21oi_4, mux2_2
* Post_cts resized at 0
* GP Congestion at between 0.7 and 0.8
* Post-CTS setup buffers at 0
* Syn_area_per_cell at 14.9 sq um
* Clk pwr share at 0.239
* Row count at 30
* Core Util, Final at 0.512
* Hpwl dp at between 2000 and 3000 um
* Pwr/cell area at 636 nW/um^2
* Synthesized instance count at 190
* Initial antenna violation count at 0
* Post-CTS Hold Buffers at 0
* First-pass GRT wire length at just under 7000 um
* Status: completed
* Worst slew pin tran at ~0.76 ns
* Total Wirelength at roughly 3800 um
* Vias in the first global route at between 1,500 and 2,000
* WP data arrival at around 2.6 ns
* Reg power frac at 0.420
* Post-layout min period at 2.38 ns
* Antenna Nets Post-Route at 0
* Logic pwr share at 0.341
* Clock latency (worst-skew pair) at 0.34 ns
* Largest registers: result_r x64
* R2R cell count at 5
* Die Wd at roughly 86 um
* Startpoint Class: input pin
* Data required, critical path at 4.32 ns
* CP Class: in2reg
* Worst Hold Class: reg2reg
* CP Max Fanout at 8
* Largest type area fraction at 0.567
* Clock Skew at 0.00741 ns
* Floorplan core density at 0.416
* Depth of the CTS H-tree at 3
* Per-cell routed wire length at 11.3 um
* Max FFs per register at 64
* CTS clk-pin slew, worst paths at 0.06 ns
* Slew headroom at 0.493
* Final hold vios at 0
* Root Buffer: clkbuf_8
* # diodes at 0
* Tool warnings at 25
* Total negative slack at 0 ns
* Synth Cell Area at 2830 sq um
* Via count at 1,525
* WHS Path Cells at 0
* Sequential fraction of the synthesis area at 0.567
* Ys Warns at 1
* DR vias/cell at 4.54
* Total GRT Usage at 0.122
* Number of unique standard cell types used by synthesis at 10
* Area Overhead vs Synth at 23.1%
* Ports at 34
* Die Y at 86.1 um
* Yosys Instances at ~190
* Filler cells at roughly 580
* Cts bufs inserted at 9
* Core box area at 6790 sq um
* Leading area contributor after synthesis: dfrtp_1
* Leak pwr at 1.57 nW
* Placed cells at 320
* Layout cell share with drive strength beyond 1 at 0.321
* TritonCTS clock tree: built
* Post-synth area hogs: dfrtp_1 57%, mux2_2 19%, ha_1 11%
* Fin. max-slew vios at 0
* Seq cells post-synth at approximately 64
* Non-Filler Instances at approximately 340
* Peak supply drop at 0.000200 V
* Largest net degree at the start of global routing at 65
* Internal power at between 1.5 and 2 mW
* Psw at between 0.5 and 0.6 mW
* Grt total ovfl at 0
* CP max stage delay at 0.50 ns
* DRT iter0 DRCs at 92
* Total die area at 7410 sq um
* Fmax at 0.420 GHz
* Worst setup EP type: flop
* Number of port buffers at 33
* Total power at 2.21 mW
* Post-layout period usage at 0.581
* Unrepaired setup endpoints after global routing: false
## power by group through the flow
stage                 Combinational, mW  Clock, mW  Sequential (mW)
after CTS                         0.766      0.545            0.934
after global routing              0.844      0.580            0.953
final                             0.754      0.528            0.930
## final timing paths
| path | start | end | slack (ns) |
|---|---|---|---|
| min in group asynchronous | rst_n | result_r[79]$_DFF_PN0_ | 0.63 |
| min | result_r[62]$_DFF_PN0_ | result_r[78]$_DFF_PN0_ | 0.34 |
| max | data_in[1] | result_r[16]$_DFF_PN0_ | 1.72 |
| max in group asynchronous | rst_n | result_r[62]$_DFF_PN0_ | 2.95 |
| min reg2reg | result_r[62]$_DFF_PN0_ | result_r[78]$_DFF_PN0_ | 0.34 |
| max reg2reg | result_r[23]$_DFF_PN0_ | result_r[38]$_DFF_PN0_ | 2.32 |
## cell families (layout without fill, tap and decap cells)
logic type	after synthesis	count (layout)	share of synthesized area
multiplexers	48	48	0.191
adder cells (fa/ha/maj)	24	24	0.106
buffers and inverters	24	74	0.0319
flip-flops	64	64	0.567
AND/OR/NAND/NOR	12	12	0.0323
AND-OR/OR-AND	18	18	0.0717
## placed cells by master (no fill, tap or decap)
| cell | n |
|---|---|
| ha_1 | 24 |
| clkbuf_1 | 2 |
| a21oi_1 | 6 |
| clkbuf_8 | 11 |
| buf_4 | 1 |
| o211ai_2 | 6 |
| buf_2 | 1 |
| a21oi_4 | 6 |
| mux2_2 | 48 |
| clkdlybuf4s50_1 | 32 |
| bufinv_16 | 1 |
| dfrtp_1 | 64 |
| inv_1 | 24 |
| clkinv_2 | 2 |
| and4_2 | 1 |
| nor2b_1 | 6 |
| and4_1 | 5 |
## metrics by stage
stage               hold WS [ns]  setup slack, ns  cell area [sq um]
floorplan                  0.331             2.01               2830
global placement           0.332             1.39               3280
detailed placement         0.335             1.36               3280
CTS                        0.339             1.71               3480
global route               0.356             1.63               3480
finish                     0.341             1.72               3480
## cell type report
type	instances	area (sq um)	area share
inverters	24	90.1	0.0259
flip-flops and latches	64	1600	0.460
clock inverters	3	40.0	0.0115
multi-input cells	102	1130	0.326
repair buffers	34	333	0.0957
well taps	96	120	0.0345
clock buffers	13	159	0.0457
## routing by layer
layer | track usage | share of wire | up-vias
li1 | - | - | 753
met1 | 0.185 | 0.47 | 722
met2 | 0.188 | 0.46 | 38
met3 | 0.0264 | 0.046 | 12
met4 | 0.0303 | 0.030 | 0
met5 | 0 | 0 | -
## cell usage after synthesis, drive strengths merged
cell	number
inv	24
ha	24
o211ai	6
and4	6
dfrtp	64
nor2b	6
a21oi	12
mux2	48
## worst max-delay path, delay by kind of cell
kind	cells	cell delay, ns
buffers and inverters	2	0.55
AOI/OAI and AO/OA	2	0.41
muxes	1	0.38
adders and majority gates	1	0.28
and+or+nand+nor	1	0.16
Power figures rest on the tool's default switching activity, not on a simulated workload.
