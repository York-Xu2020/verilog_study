[/design/flow/design.v]
interface StkRamIf;
    parameter  AW    = 5;
    parameter  DW    = 32;
    parameter  STB_N = 1; 
    wire             rd_vld   ;
    wire [AW   -1:0] rd_adr   ;
    wire [DW   -1:0] rd_dat   ;
    wire             rd_ack   ;
    wire             rd_rdy   ;
    wire [STB_N-1:0] wr_vld   ;
    wire [AW   -1:0] wr_adr   ;
    wire [DW   -1:0] wr_dat   ;
    wire             wr_rdy   ;
    modport Master(
        input  rd_dat,rd_ack,rd_rdy, wr_rdy,
        output rd_vld,rd_adr, wr_vld,wr_adr,wr_dat
        );
    modport Slave(
        output rd_dat,rd_ack,rd_rdy, wr_rdy,
        input  rd_vld,rd_adr, wr_vld,wr_adr,wr_dat
        );
endinterface
interface sort_if ;
    parameter  DATA_N  = 4 ;
    parameter  DATA_W  = 4 ;
    logic[DATA_W-1:0]        data_in[0:DATA_N-1] ;
    logic                    start_sort          ;
    logic                    out_vld             ;
    logic[DATA_W-1:0]        data_out            ;
    modport master(
        input      data_in,start_sort, 
        output     out_vld,data_out  
    );
endinterface
module sync_fifo 
#(
    parameter F_WIDTH  = 32 ,
    parameter F_DEPTH  = 16 ,
    parameter P_N      = $clog2(F_DEPTH)
)(
    input  logic                clk      ,
    input  logic                rst_n    ,
    input  logic                wr_en    ,
    input  logic                rd_en    ,
    input  logic[F_WIDTH-1:0]   wr_data  ,
    output logic[F_WIDTH-1:0]   rd_data  ,
    output logic                full     ,
    output logic                empty        
);
    reg[F_WIDTH-1:0]    fifo_mem[F_DEPTH-1:0];
    reg[P_N-1:0]        wr_ptr ,wr_ptr_nxt ;
    reg[P_N-1:0]        rd_ptr ,rd_ptr_nxt ;
    reg                 full_nxt           ;
    reg                 empty_nxt          ;
    wire                wr_flag,rd_flag    ;
    assign wr_flag = wr_en && ~full ;
    assign rd_flag = rd_en && ~empty;
    always @(*) begin
        wr_ptr_nxt = wr_ptr ;
        if(wr_ptr == F_DEPTH - 1'd1) begin
            wr_ptr_nxt = 'd0 ;
        end
        else if(wr_flag)begin
            wr_ptr_nxt = wr_ptr + 'd1 ;
        end
    end
    always @(*) begin
        rd_ptr_nxt = rd_ptr ;
        if(rd_ptr == F_DEPTH - 1'd1) begin
            rd_ptr_nxt = 'd0 ;
        end
        else if(rd_flag)begin
                rd_ptr_nxt = rd_ptr + 'd1 ;
        end
    end
    always @(*) begin
        full_nxt = full ;
        if (rd_en && !wr_en) begin
            full_nxt = 1'b0 ;
        end
        else if (wr_en && rd_ptr == wr_ptr + 1'd1) begin
            full_nxt = 1'b1 ;
        end
    end
    always @(*) begin
        empty_nxt = empty ;
        if (wr_en && !rd_en) begin
            empty_nxt = 1'b0 ;
        end
        else if (rd_en && wr_ptr == rd_ptr + 1'd1) begin
            empty_nxt = 1'b1 ;
        end
    end
    always @(posedge clk ) begin
        if (wr_flag)begin
            fifo_mem[wr_ptr] <= wr_data ;
        end
        if (rd_flag) begin
            rd_data          <= fifo_mem[rd_ptr] ;
        end
    end
    always @( posedge clk or negedge rst_n) begin
        if( !rst_n ) begin
            wr_ptr <= 'd0 ;
            rd_ptr <= 'd0 ;
            full   <= 'b0 ;
            empty  <= 'b0 ;
        end
        else begin
            wr_ptr <= wr_ptr_nxt ;
            rd_ptr <= rd_ptr_nxt ;
            empty  <= empty_nxt  ;
            full   <= full_nxt   ;
        end
    end      
endmodule
[/design/flow/run.sh]
#!/bin/bash
# OpenROAD 26Q1-2900-gdf79404cd8, Yosys 0.63+post, stock flow scripts
make -C /OpenROAD-flow-scripts/flow DESIGN_CONFIG=/design/flow/config.mk WORK_HOME=/design/flow/orfs finish
[/design/flow/config.mk]
export PLATFORM = sky130hd
export DESIGN_NAME = sync_fifo
export DESIGN_NICKNAME = sync_fifo
export VERILOG_FILES = /design/flow/design.v
export SDC_FILE = /design/flow/constraint.sdc
export NUM_CORES = 4
export LEC_CHECK = 1
export CORE_UTILIZATION = 40
[/design/flow/constraint.sdc]
current_design sync_fifo

set clk_period 9.7
set clk_io_pct 0.2

create_clock -name clk0 -period $clk_period [get_ports {clk}]

set non_clock_inputs [all_inputs -no_clocks]
set_input_delay [expr $clk_period * $clk_io_pct] -clock clk0 $non_clock_inputs
set_output_delay [expr $clk_period * $clk_io_pct] -clock clk0 [all_outputs]
==> impl_metrics.env <==
# flow metrics
export IMPL_cts_tree="built"
export IMPL_gp_congestion=0.782
export IMPL_clock_latency_late_pin_ns=0.60
export IMPL_port_buffers=69
export IMPL_grt_pass1_wl_mm=64.8
export IMPL_synth_area_um2=21300
export IMPL_power_leakage_nw=8.01
export IMPL_yosys_area_top_type="edfxtp_1"
export IMPL_maxSlewHeadroom_pct=49.8
export IMPL_num_vias=10058
export IMPL_placed_cells=1770
export IMPL_cts_resized=0
export IMPL_max_cap_viol_count=0
export IMPL_fin_setup_tns_ns=0
export IMPL_yosysCellCount=1043
export IMPL_nFillCells=4251
export IMPL_fp_util_pct=40.5
export IMPL_rsz0062_at_grt="false"
export IMPL_grt_pass1_vias=10753
export IMPL_hp_class="reg -> reg"
export IMPL_synth_warnings=1
export IMPL_ys_seq_share_pct=78.0
export IMPL_cts_sinks=554
export IMPL_htree_num_levels=2
export IMPL_worst_pin_slew_ns=0.752
export IMPL_fin_cells=1868
export IMPL_dr_pass1_iters=5
export IMPL_drc=0
export IMPL_critPathMaxFanout=17
export IMPL_syn_to_final_growth_pct=14.5
export IMPL_finalCritPeriodShare_pct=40.3
export IMPL_ys_chip_area_um2=21300
export IMPL_grt_max_degree=46
export IMPL_cts_buffers=53
export IMPL_cts_setup_buffers=0
export IMPL_synthArstFlopShare_pct=1.81
export IMPL_setup_viol=0
export IMPL_core_region_area_um2=52600
export IMPL_grt_overflow=0
export IMPL_cts_buffer_depth=3
export IMPL_die_area_um2=54100
export IMPL_hold_buffers=0
export IMPL_io_pins=70
export IMPL_status="completed"
export IMPL_hpwl_mm=22.9
export IMPL_critPathLaunchType="primary input"
export IMPL_finalCriticalPeriod_ns=3.91
export IMPL_drive_gt1_share_pct=15.8
export IMPL_diodes=0
export IMPL_tool_warnings=28
export IMPL_first_iter_violations=624
export IMPL_syn_avg_cell_area_um2=20.4
export IMPL_ys_flops=554
export IMPL_num_rows=84
export IMPL_wl_per_cell_um=23.0
export IMPL_top_area_share_pct=76.8
export IMPL_fin_skew_ns=0.0175
export IMPL_top_cells_by_count="edfxtp_1, mux2i_1, a221oi_1, mux4_2, o21ai_0"
export IMPL_crit_type="in -> reg"
export IMPL_hold_viol=0
export IMPL_worstSetupEndpointType="flip-flop"
export IMPL_critical_path_arrival_ns=4.17
export IMPL_die_x_um=233
export IMPL_gr_usage_all_layers_pct=17.9
export IMPL_avgViaCountPerCell=5.38
export IMPL_powerDensity_nw_per_um2=280
export IMPL_edf_count=544
export IMPL_postRouteAntennaNets=0
export IMPL_clockRootBuffer="clkbuf_16"
export IMPL_fmax_mhz=256
export IMPL_ir_drop_uv=147
export IMPL_synthTopCellsByArea="edfxtp_1, mux4_2, mux2i_1"
export IMPL_wl_mm=42.9
export IMPL_most_common_cell="edfxtp_1"
export IMPL_grt_antenna_before_repair=0
export IMPL_die_y_um=233
export IMPL_cts_clk_slew_worst_paths_ns=0.06
export IMPL_synthCells=1043
export IMPL_ys_types=30
export IMPL_worstPathRequired_ns=9.96
export IMPL_slew_violations=0
export IMPL_ff_type="edfxtp_1"
==> report_power, final <==
part           internal, mW  switching, mW  leakage (nW)  total [mW]
registers              2.96          0.160          5.05        3.12
clock network          1.11          0.844         0.802        1.95
logic                 0.795          0.944          2.16        1.74
total                  4.87           1.95          8.01        6.82
==> layer usage <==
metal	wire length [µm]	part of all wire [%]	GRT usage [%]	up-vias
met5	90	0.21	1.29	-
met4	843	2.0	3.19	4
met3	5870	14	11.9	65
met2	19600	46	25.1	518
met1	16500	38	25.2	4944
li1	-	-	-	4527
==> per-stage QoR <==
| step | power, mW | setup slack [ns] | hold WS, ns | instance area [µm²] | util, % |
|---|---|---|---|---|---|
| finish | 6.82 | 5.79 | 0.605 | 24300 | 46.3 |
| global route | 7.16 | 5.69 | 0.667 | 24300 | 46.3 |
| CTS | 6.91 | 5.88 | 0.610 | 24300 | 46.3 |
| detailed placement | 4.95 | 5.26 | 0.596 | 22700 | 43.2 |
| global placement | 4.94 | 5.30 | 0.582 | 22700 | 43.2 |
| floorplan | 4.36 | 5.85 | 0.470 | 21300 | - |
==> state kept, by name (all words and copies together), names as in the netlist <==
signal	cells
wr_ptr	4
rd_ptr	4
fifo_mem	512
full	1
empty	1
rd_data	32
==> worst max-delay path, stage by stage <==
cell and delay (ns):
clkdlybuf4s50_1 0.62, nand2b_1 0.22, nor2_1 0.27, and3_2 0.66, buf_4 0.45
==> cell usage in the layout, fill, tap and decap left out, types with 4 or more instances in the layout <==
cell type / count
edfxtp_1: 544
mux2i_1: 129
clkdlybuf4s50_1: 69
a221oi_1: 64
mux4_2: 64
clkbuf_16: 55
o21ai_0: 42
nand2_1: 39
a22oi_1: 32
buf_4: 28
clkinv_1: 16
and2_2: 12
clkbuf_1: 11
clkinv_2: 10
xnor2_1: 7
inv_1: 6
dfrtp_1: 6
ha_1: 5
and3_2: 4
a31oi_1: 4
xor2_1: 4
==> worst paths after layout <==
| check | to | cells past startpoint | start | slack (ns) |
|---|---|---|---|---|
| min in group asynchronous | rd_ptr[1] | 1 | rst_n | 1.70 |
| setup reg to reg | rd_data[4] | 5 | rd_ptr[0] | 6.33 |
| hold reg to reg | empty | 2 | empty | 0.60 |
| hold / removal | empty | 2 | empty | 0.60 |
| setup / recovery | fifo_mem[10][13] | 5 | wr_en | 5.79 |
| max in group asynchronous | rd_ptr[0] | 1 | rst_n | 7.60 |
==> logic make-up after synthesis <==
group	synth area share [%]
buffers and inverters	1.86
multiplexers	12.8
AND/OR/NAND/NOR	1.56
XOR/XNOR	0.453
flip-flops	78.0
adder cells (fa/ha/maj)	0.294
AND-OR/OR-AND	5.00
==> layout make-up <==
cell class | instances | area [µm²] | area share, %
clock inverter | 32 | 224 | 0.920
clock buffer | 66 | 1420 | 5.82
sequential | 554 | 16600 | 68.2
timing repair buffer | 97 | 901 | 3.70
tap | 688 | 861 | 3.54
inverter | 6 | 22.5 | 0.0925
multi-input combinational | 425 | 4330 | 17.8
No activity file was given, so power comes from the tool's default toggle rates.
