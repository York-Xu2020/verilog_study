### ./design.v
interface StkRamIf;
    parameter  AW    = 5;
    parameter  DW    = 32;
    parameter  STB_N = 1; 
    wire             rd_vld   ;
    wire [AW   -1:0] rd_adr   ;
    wire [DW   -1:0] rd_dat   ;
    wire             rd_ack   ;
    wire             rd_rdy   ;
    wire [STB_N-1:0] wr_vld   ;
    wire [AW   -1:0] wr_adr   ;
    wire [DW   -1:0] wr_dat   ;
    wire             wr_rdy   ;
    modport Master(
        input  rd_dat,rd_ack,rd_rdy, wr_rdy,
        output rd_vld,rd_adr, wr_vld,wr_adr,wr_dat
        );
    modport Slave(
        output rd_dat,rd_ack,rd_rdy, wr_rdy,
        input  rd_vld,rd_adr, wr_vld,wr_adr,wr_dat
        );
endinterface
interface sort_if ;
    parameter  DATA_N  = 4 ;
    parameter  DATA_W  = 4 ;
    logic[DATA_W-1:0]        data_in[0:DATA_N-1] ;
    logic                    start_sort          ;
    logic                    out_vld             ;
    logic[DATA_W-1:0]        data_out            ;
    modport master(
        input      data_in,start_sort, 
        output     out_vld,data_out  
    );
endinterface
module async_fifo_top 
#(
    parameter DATA_W = 16 ,
    parameter FIFO_D = 32  
)(
    input  logic                      wr_clk      ,
    input  logic                      rd_clk      ,
    input  logic                      rst_n       ,
    input  logic[DATA_W-1:0]          wr_data     ,
    input  logic                      wr_en       ,
    input  logic                      rd_en       ,
    output logic[DATA_W-1:0]          rd_data     ,
    output logic                      fifo_full   ,
    output logic[$clog2(FIFO_D):0]    data_avail ,
    output logic[$clog2(FIFO_D):0]    room_avail ,
    output logic                      fifo_empty 
);
    localparam PTR_N = ($clog2(FIFO_D))    ;
    wire [PTR_N:0]          wr_ptr ;
    wire [PTR_N:0]          rd_ptr ;
    wire                    wr_fifo;
    wire                    rd_fifo;
    fifo_ctrl #(
                .FIFO_D(FIFO_D),
                .PTR_N (PTR_N )
                )
              U_FIFO_CTRL(
                .wr_clk    (wr_clk    ),
                .rd_clk    (rd_clk    ),
                .rst_n     (rst_n     ),
                .wr_en     (wr_en     ),
                .rd_en     (rd_en     ),
                .wr_fifo   (wr_fifo   ),
                .rd_fifo   (rd_fifo   ),
                .wr_ptr    (wr_ptr    ),                
                .rd_ptr    (rd_ptr    ),
                .data_avail(data_avail),
                .room_avail(room_avail),
                .fifo_full (fifo_full ),
                .fifo_empty(fifo_empty)                
                );
    dual_port_ram #(
                .DEPTH(FIFO_D),
                .WIDTH(DATA_W)    
                )
              U_FIFO_RAM(
                .wclk      (wr_clk    ),
                .wr_en     (wr_fifo   ),
                .wr_addr   (wr_ptr    ),
                .wr_data   (wr_data   ),
                .rclk      (rd_clk    ),
                .rd_en     (rd_fifo   ),
                .rd_addr   (rd_ptr    ),
                .rd_data   (rd_data   )
                );
endmodule
module bin2gray 
#(
    parameter WIDTH = 4 
)(
    input  logic                    clk    ,
    input  logic                    rst_n  ,
    input  logic [WIDTH-1 : 0]      bin_in ,           
    output logic [WIDTH-1 : 0]      gray_out  
);
    reg [WIDTH-1:0]     gray_out_nxt ;
    always @(*) begin
        gray_out_nxt[WIDTH-1] = bin_in[WIDTH-1] ;
        for(int i=WIDTH-2; i>=0 ; i--) begin
            gray_out_nxt[i] = bin_in[i] ^ bin_in[i+1] ;
        end
    end
    always @(posedge clk or negedge rst_n) begin
        if (!rst_n) 
            gray_out <= 'b0;
        else 
            gray_out <= gray_out_nxt ;
    end
endmodule
module dual_port_ram #(parameter DEPTH = 16,
		       parameter WIDTH = 8)
        (
	 input  logic                         wclk     ,
         input  logic                         wr_en    ,
         input  logic[$clog2(DEPTH)-1:0]      wr_addr  ,
         input  logic[WIDTH-1        :0]      wr_data  ,
         input  logic                         rclk     ,
         input  logic                         rd_en    ,
         input  logic[$clog2(DEPTH)-1:0]      rd_addr  ,
         output logic[WIDTH-1        :0]      rd_data 		
                      );
  reg [WIDTH-1:0] RAM_MEM [0:DEPTH-1];
  always @(posedge wclk) begin
    if(wr_en)
      RAM_MEM[wr_addr] <= wr_data;
  end 
  always @(posedge rclk) begin
    if(rd_en) begin
      rd_data <= RAM_MEM[rd_addr];
    end
  end 
endmodule  
module fifo_ctrl 
#(
    parameter FIFO_D = 32  ,
    parameter PTR_N  = $clog2(FIFO_D)   
)(
    input  logic              wr_clk      ,
    input  logic              rd_clk      ,
    input  logic              rst_n       ,
    input  logic              wr_en       ,
    input  logic              rd_en       ,
    output                    wr_fifo     ,
    output                    rd_fifo     ,
    output logic[PTR_N:0]     wr_ptr      ,
    output logic[PTR_N:0]     rd_ptr      ,
    output logic[PTR_N:0]     data_avail  ,
    output logic[PTR_N:0]     room_avail  ,
    output logic              fifo_full   ,
    output logic              fifo_empty
);
    assign    wr_fifo = wr_en && !fifo_full  ;
    assign    rd_fifo = rd_en && !fifo_empty ;
    logic [PTR_N:0] wr_ptr_gray,wr_ptr_gray_sync,wr_ptr_rdclk_bin ;
    logic [PTR_N:0] rd_ptr_gray,rd_ptr_gray_sync,rd_ptr_wrclk_bin ;  
    always @(posedge wr_clk or negedge rst_n) begin
        if (!rst_n) begin
            wr_ptr <= 'd0 ;
        end              
        else if (wr_fifo) begin
            wr_ptr <= wr_ptr + 1'd1 ;
        end
    end
    always @(posedge rd_clk or negedge rst_n) begin
        if(!rst_n) begin
            rd_ptr <= 'd0 ;
        end
        else if (rd_fifo) begin
            rd_ptr <= rd_ptr + 1'd1 ;
        end 
    end
    assign fifo_full  = !(rd_ptr_wrclk_bin[PTR_N] == wr_ptr[PTR_N]) && (rd_ptr_wrclk_bin[PTR_N-1:0] == wr_ptr[PTR_N-1:0]) ;
    assign fifo_empty = wr_ptr_rdclk_bin == rd_ptr ;
    assign data_avail = (wr_ptr[PTR_N] == rd_ptr_wrclk_bin[PTR_N]) ? wr_ptr[PTR_N-1:0] - rd_ptr_wrclk_bin[PTR_N-1:0] 
                                                                   : (PTR_N+1)'(FIFO_D) - (rd_ptr_wrclk_bin[PTR_N-1:0] - wr_ptr[PTR_N-1:0]) ;
    assign room_avail = (wr_ptr_rdclk_bin[PTR_N] == rd_ptr[PTR_N]) ? (PTR_N+1)'(FIFO_D) - (wr_ptr[PTR_N-1:0] - rd_ptr_wrclk_bin[PTR_N-1:0])
                                                                   : rd_ptr[PTR_N-1:0] - wr_ptr_rdclk_bin[PTR_N-1:0]            ; 
    bin2gray #(.WIDTH(PTR_N+1)) 
            U_WR_GRAY(
                .clk      (wr_clk     ) ,
                .rst_n    (rst_n      ) ,
                .bin_in   (wr_ptr     ) ,
                .gray_out (wr_ptr_gray)
            );    
    bin2gray #(.WIDTH(PTR_N+1)) 
            U_RD_GRAY(
                .clk      (rd_clk     ) ,
                .rst_n    (rst_n      ) ,
                .bin_in   (rd_ptr     ) ,
                .gray_out (rd_ptr_gray)
            );  
    synchro #(.DATA_W(PTR_N+1))
            U_RD_SYNC(
                .b_clk    (wr_clk           ) ,
                .rst_n    (rst_n            ) ,
                .data_in  (rd_ptr_gray      ) ,
                .data_out (rd_ptr_gray_sync ) 
            );
    synchro #(.DATA_W(PTR_N+1))
            U_WR_SYNC(
                .b_clk    (rd_clk           ) ,
                .rst_n    (rst_n            ) ,
                .data_in  (wr_ptr_gray      ) ,
                .data_out (wr_ptr_gray_sync ) 
            );
    gray2bin # (.WIDTH(PTR_N+1))
            U_RD_ROV(
                .gray_in  (rd_ptr_gray_sync) ,
                .bin_out  (rd_ptr_wrclk_bin)
            );
    gray2bin # (.WIDTH(PTR_N+1))
            U_WR_ROV(
                .gray_in  (wr_ptr_gray_sync) ,
                .bin_out  (wr_ptr_rdclk_bin)
            );
endmodule
module gray2bin 
#(
    parameter WIDTH = 4 
)(
    input  logic [WIDTH-1 : 0]      gray_in ,           
    output logic [WIDTH-1 : 0]      bin_out  
);
    always @(*) begin
        bin_out[WIDTH-1] = gray_in[WIDTH-1] ;
        for (int i=WIDTH-2; i>=0; i--) begin
            bin_out[i] = gray_in[i] ^ bin_out[i+1] ;
        end
    end
endmodule
module synchro 
#(
    parameter DATA_W = 4 
)(
    input  logic              b_clk    ,
    input  logic              rst_n    ,
    input  logic [DATA_W-1:0] data_in  ,           
    output logic [DATA_W-1:0] data_out 
);
    reg [DATA_W-1:0] data_ff1;
    always @(posedge b_clk or negedge rst_n) begin
        if (!rst_n) begin
            data_ff1 <= 'b0 ;
            data_out <= 'b0 ;
        end
        else begin
            data_ff1 <= data_in  ;
            data_out <= data_ff1 ;
        end
    end
endmodule
### ./run.sh
#!/bin/bash
# OpenROAD 26Q1-2900-gdf79404cd8, Yosys 0.63+post, stock flow scripts
make -C /OpenROAD-flow-scripts/flow DESIGN_CONFIG=/design/flow/config.mk WORK_HOME=/design/flow/orfs finish
### ./config.mk
export PLATFORM = sky130hd
export DESIGN_NAME = async_fifo_top
export DESIGN_NICKNAME = async_fifo_top
export VERILOG_FILES = /design/flow/design.v
export SDC_FILE = /design/flow/constraint.sdc
export NUM_CORES = 4
export LEC_CHECK = 1
export CORE_UTILIZATION = 40
### ./constraint.sdc
current_design async_fifo_top

set clk_period 18.1
set clk_io_pct 0.2

create_clock -name clk0 -period $clk_period [get_ports {rd_clk}]
create_clock -name clk1 -period $clk_period [get_ports {wr_clk}]

set non_clock_inputs [all_inputs -no_clocks]
set_input_delay [expr $clk_period * $clk_io_pct] -clock clk0 $non_clock_inputs
set_output_delay [expr $clk_period * $clk_io_pct] -clock clk0 [all_outputs]
==> impl_metrics.env <==
# yosys + openroad results
export IMPL_outcome="finished clean"
export IMPL_synth_cells=959
export IMPL_start_kind="flop"
export IMPL_antenna_found_initial=0
export IMPL_ant_nets=0
export IMPL_relSlewSlack=0.4836
export IMPL_drv_slew=0
export IMPL_fin_hold_ws_ns=0.07102
export IMPL_first_pass_iters=4
export IMPL_rsz0062_at_grt="false"
export IMPL_wl_met3_um=7737
export IMPL_cts_tree="yes"
export IMPL_crit_required_ns=14.48
export IMPL_vdd_drop_max_v=0.0002358
export IMPL_setup_viol=0
export IMPL_grt_start_max_net_pins=49
export IMPL_area_delta_synth_final_pct=15.97
export IMPL_cap_viol_max_count=0
export IMPL_drt_iter0_drc=453
export IMPL_cts_resized=0
export IMPL_wl_per_cell_um=25.15
export IMPL_largest_reg_flops=512
export IMPL_switching_power_uw=1338
export IMPL_fin_skew_ns=0.02078
export IMPL_switching_share=0.2948
export IMPL_worst_slack_ns=10.09
export IMPL_setup_tns_ns=0
export IMPL_row_count=86
export IMPL_worstPathMaxFanout=4
export IMPL_pwr_density_cell_nw_per_um2=176.0
export IMPL_power_clock_fraction=0.255
export IMPL_worstHoldPathType="flop to flop"
export IMPL_fp_coreArea_um2=54990
export IMPL_postCtsSetupBuffers=0
export IMPL_route_detailed_drc=0
export IMPL_synth_cell_types=26
export IMPL_largest_register="U_FIFO_RAM.RAM_MEM"
export IMPL_die_area_um2=56510
export IMPL_place_ws_ns=10.68
export IMPL_syn_area_um2=22230
export IMPL_io_pin_count=51
export IMPL_combPwrFrac=0.367
export IMPL_warnings=33
export IMPL_die_x_um=237.7
export IMPL_ys_cells=959
export IMPL_seqPwrFrac=0.379
export IMPL_syn_avg_cell_area_um2=23.18
export IMPL_globalplace_congestion=0.8213
export IMPL_worstMarginPinSlew_ns=0.7730
export IMPL_internal_power_uw=3200
export IMPL_dp_cells=1773
export IMPL_met1_length_um=15640
export IMPL_top_layer_used="met4"
export IMPL_diodes=0
export IMPL_cts_hold_buffers_added=0
export IMPL_hold_viol=0
export IMPL_p_leak_uw=0.008324
export IMPL_drive_above_1_share=0.3169
export IMPL_dp_hpwl_um=25920
export IMPL_track_usage=0.1937
export IMPL_wl_met2_um=22960
export IMPL_yosysWarnings=7
export IMPL_grt_overflow=0
export IMPL_yosysSeqAreaShare=0.7674
export IMPL_worstSetupEndpointType="output pin"
export IMPL_wl_um=47300
export IMPL_die_y_um=237.7
export IMPL_cp_arrival_ns=4.39
export IMPL_fp_utilization=0.4042
export IMPL_clk_pin_slew_ns=0.06
export IMPL_critical_path_class="flop to output pin"
export IMPL_grt_pass1_wl_um=70920
export IMPL_via_count=9855
export IMPL_stdcell_count=1881
export IMPL_grt_pass1_vias=11010
export IMPL_yosys_area_um2=22230
export IMPL_io_buffers=49
export IMPL_ys_flops=576
export IMPL_vias_per_cell=5.239
export IMPL_reg_top3="U_FIFO_RAM.RAM_MEM (512), U_FIFO_RAM.rd_data (16)"
export IMPL_cts_sinks=576
## metrics by stage
stage               utilization  total power [µW]  area (µm²)
floorplan                     -              2771       22230
global placement         0.4355              3432       23950
detailed placement       0.4355              3440       23950
CTS                      0.4688              4604       25770
global route             0.4688              4806       25770
finish                   0.4688              4537       25770
## per-layer routing
metal	track usage	vias up
met5	0.005195	-
met4	0.03441	0
met3	0.1443	62
met2	0.2846	617
met1	0.2438	4940
li1	-	4236
## worst paths after layout
check	from	end	slack (ns)	cells after the start
min in group asynchronous	rst_n	U_FIFO_CTRL.U_RD_SYNC.data_out[2]	3.12	2
setup reg to reg	U_FIFO_CTRL.U_RD_SYNC.data_out[5]	U_FIFO_RAM.RAM_MEM[23][7]	13.93	12
max in group asynchronous	rst_n	U_FIFO_CTRL.rd_ptr[1]	14.27	2
setup / recovery	U_FIFO_CTRL.U_RD_SYNC.data_out[5]	room_avail[5]	10.09	14
min in group clk0	U_FIFO_CTRL.U_WR_SYNC.data_ff1[1]	U_FIFO_CTRL.U_WR_SYNC.data_out[1]	0.35	0
hold reg to reg	U_FIFO_CTRL.U_RD_GRAY.gray_out[2]	U_FIFO_CTRL.U_RD_SYNC.data_ff1[2]	0.07	0
max in group clk1	wr_en	U_FIFO_RAM.RAM_MEM[23][7]	12.53	5
hold / removal	U_FIFO_CTRL.U_RD_GRAY.gray_out[2]	U_FIFO_CTRL.U_RD_SYNC.data_ff1[2]	0.07	0
## layout make-up
cell class	count	area [µm²]
Inverter	10	37.54
Fill cell	4425	29210
Timing Repair Buffer	109	935.9
Sequential cell	576	17070
Tap cell	748	935.9
Clock inverter	35	277.8
Clock buffer	73	1550
Multi-Input combinational cell	330	4971
## cells by family after synthesis
group | after synthesis | share of synthesized area
AND/OR/NAND/NOR | 74 | 0.01435
AND-OR/OR-AND | 14 | 0.003603
XOR/XNOR | 35 | 0.01379
adder cells (fa/ha/maj) | 28 | 0.01644
flip-flops | 576 | 0.7674
buffers and inverters | 53 | 0.01261
multiplexers | 179 | 0.1718
## critical path, stage by stage (launching register included)
cell,delay [ns]
dfrtp_1,0.39
xnor2_1,0.25
xor2_1,0.25
xor2_1,0.25
xor2_1,0.34
xnor2_1,0.17
ha_1,0.18
inv_1,0.05
fa_1,0.42
xor2_1,0.22
nor3_1,0.25
nor3b_1,0.28
xnor2_1,0.15
mux2_2,0.16
clkdlybuf4s50_1,0.46
## cell usage in the layout (no fill, tap or decap), types with 19 or more instances in the layout
cell             count
nor2_2              32
xnor2_1             19
ha_1                26
clkbuf_16           60
edfxtp_1           528
dfrtp_1             44
clkdlybuf4s50_1     48
mux4_2             160
mux2_2              19
buf_4               60
## synth_stat cells
cell,count,area share
xnor2_1,19,0.0075
fa_1,2,0.0018
mux4_2,160,0.16
clkbuf_1,16,0.0027
inv_1,10,0.0017
nor2_1,40,0.0068
o21bai_1,1,0.00034
nand4_1,2,0.00056
buf_6,10,0.0051
dfrtp_1,48,0.054
nand2_1,14,0.0024
nand2b_1,5,0.0014
o21ai_0,4,0.00090
nand3_1,7,0.0016
nor3b_1,2,0.00068
a21oi_1,6,0.0014
mux2_2,19,0.0096
nor3_1,2,0.00045
a21o_1,2,0.00068
xor2_1,16,0.0063
nor2b_1,2,0.00056
buf_1,12,0.0020
a211oi_1,1,0.00034
ha_1,26,0.015
edfxtp_1,528,0.71
buf_2,5,0.0011
## power by group through the flow
stage	combinational (µW)	sequential, µW	clock, µW
4_1_cts	1700	1720	1180
5_1_grt	1840	1740	1230
6_report	1660	1720	1150
Power and IR drop assume default switching activity.
